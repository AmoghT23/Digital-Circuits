## flow/config.mk

```make
export PLATFORM = sky130hd
export DESIGN_NAME = barrelShift
export DESIGN_NICKNAME = barrelShift
export VERILOG_FILES = /design/flow/design.v
export SDC_FILE = /design/flow/constraint.sdc
export NUM_CORES = 4
export LEC_CHECK = 1
export CORE_AREA = 10 10 79 79
export DIE_AREA = 0 0 89 89
```

## flow/constraint.sdc

```tcl
current_design barrelShift

set clk_period 3.8
set clk_io_pct 0.2

create_clock -name clk0 -period $clk_period

set non_clock_inputs [all_inputs -no_clocks]
set_input_delay [expr $clk_period * $clk_io_pct] -clock clk0 $non_clock_inputs
set_output_delay [expr $clk_period * $clk_io_pct] -clock clk0 [all_outputs]
```

## flow/design.v

```verilog
module barrelShift #(parameter WIDTH = 8)
  (input logic [WIDTH-1:0] data_in,
   input logic [$clog2(WIDTH)-1:0] shift_amt,
   input logic [1:0] mode,
   output logic [WIDTH-1:0] data_out);
  always_comb begin
    case(mode)
      2'b00:data_out = data_in << shift_amt;
      2'b01:data_out = data_in >> shift_amt;
      2'b10:data_out = (data_in << shift_amt) | (data_in >> (WIDTH - shift_amt));
      2'b11:data_out = (data_in >> shift_amt) | (data_in << (WIDTH - shift_amt));
      default: data_out = data_in;
    endcase
  end
endmodule 
module barrelShift_tb #(parameter WIDTH = 8);
  logic [WIDTH-1:0] data_in;
  logic [$clog2(WIDTH)-1:0] shift_amt;
  logic [1:0] mode;
  logic [WIDTH-1:0] data_out;
  barrelShift dut(.*);
  initial begin
    $dumpfile("barrelShift.vcd");
    $dumpfile(1);
    repeat (10) begin
    data_in = $urandom;
    shift_amt = $urandom;
    mode = $urandom;
    #5;
      $display("data_in=%0d shift_amt=%0d mode=%0d | data_out=%0d", data_in, shift_amt, mode, data_out);
      #5;
    end
  end
endmodule
```

## flow/run.sh

```bash
#!/bin/bash
# OpenROAD 26Q1-2900-gdf79404cd8, Yosys 0.63+post, stock flow scripts
make -C /OpenROAD-flow-scripts/flow DESIGN_CONFIG=/design/flow/config.mk WORK_HOME=/design/flow/orfs finish
```

==> metrics.txt <==
# HELP chip_impl_metric Flow report values
# TYPE chip_impl_metric gauge
chip_impl_metric{name="timing.critical_path.arrival",unit="ns"} 2.92
chip_impl_metric{name="stage_log_warnings",unit=""} 32
chip_impl_metric{name="detailedPlacementHpwl",unit="mm"} 3.18
chip_impl_metric{name="remaining_drc_errors",unit=""} 0
chip_impl_metric{name="grt_max_degree",unit=""} 25
chip_impl_metric{name="post_route_cells_drive_above_1_share",unit=""} 0.313
chip_impl_metric{name="ys_seq_share",unit=""} 0
chip_impl_metric{name="synthesis.area_per_instance",unit="um^2"} 7.50
chip_impl_metric{name="sequential_cell_total",unit=""} 0
chip_impl_metric{name="post-place-cells",unit=""} 245
chip_impl_metric{name="power.sequential.fraction",unit=""} 0
chip_impl_metric{name="rows",unit=""} 25
chip_impl_info{name="synth.area.top_cells",value="sky130_fd_sc_hd__mux4_2 14%, sky130_fd_sc_hd__mux2i_1 13%, sky130_fd_sc_hd__mux2_2 6.9%"} 1
chip_impl_metric{name="synth.cell_area",unit="um^2"} 1140
chip_impl_metric{name="cp_data_required_time",unit="ns"} 3.04
chip_impl_metric{name="grt_resource_usage_total",unit=""} 0.107
chip_impl_metric{name="netlist_instances",unit=""} 152
chip_impl_metric{name="cap_violations",unit=""} 0
chip_impl_info{name="rsz0062_at_grt",value="no"} 1
chip_impl_metric{name="finalCoreUtilization",unit=""} 0.354
chip_impl_metric{name="grt.overflow.total",unit=""} 0
chip_impl_metric{name="power.share.combinational",unit=""} 1.000
chip_impl_metric{name="finalWeightedCongestion",unit=""} 1.00
chip_impl_metric{name="regArea",unit="um^2"} 0
chip_impl_metric{name="largest_fanout_on_the_critical_path",unit=""} 17
chip_impl_metric{name="post_route_insts_no_fill",unit=""} 246
chip_impl_metric{name="achievable-frequency",unit="GHz"} 0.271
chip_impl_metric{name="slew_viol_final",unit=""} 0
chip_impl_metric{name="power_frac_clock",unit=""} 0
chip_impl_info{name="path_class",value="in2out"} 1
chip_impl_metric{name="worst_ir_drop_vdd",unit="V"} 0.0000494
chip_impl_metric{name="post_layout_instance_area",unit="um^2"} 1650
chip_impl_metric{name="route.detailed.vias_per_inst",unit=""} 5.51
chip_impl_metric{name="finalHoldViolCount",unit=""} 0
chip_impl_metric{name="core_area",unit="um^2"} 4660
chip_impl_metric{name="final-setup-viol-count",unit=""} 0
chip_impl_metric{name="peak_per_stage_delay_on_the_critical_path",unit="ns"} 0.47
chip_impl_metric{name="fill_cells",unit=""} 469
chip_impl_metric{name="area_used_by_multi_input_combinational_logic",unit="um^2"} 1080
chip_impl_metric{name="yosys-stat-area",unit="um^2"} 1140
chip_impl_metric{name="synth_top_area_share",unit=""} 0.138
chip_impl_info{name="layout_top_cell",value="sky130_fd_sc_hd__buf_4"} 1
chip_impl_metric{name="switching_power",unit="W"} 0.000104
chip_impl_metric{name="die_width",unit="um"} 89
chip_impl_metric{name="yosys.cell_types.count",unit=""} 44
chip_impl_metric{name="drt_iter0_drc",unit=""} 126
chip_impl_metric{name="sw_frac_of_total",unit=""} 0.449
chip_impl_metric{name="portBuffers",unit=""} 21
chip_impl_metric{name="first_global_vias",unit=""} 1379
chip_impl_metric{name="drt.antenna.violating_nets",unit=""} 0
chip_impl_metric{name="syn_to_final_growth",unit="%"} 44.9
chip_impl_metric{name="initCoreUtil",unit=""} 0.245
chip_impl_metric{name="grt_antenna_before_repair",unit=""} 0
chip_impl_metric{name="timing.final.ws_setup",unit="ns"} 0.117
chip_impl_metric{name="power.density_cell_area",unit="nW/um^2"} 141
chip_impl_info{name="outcome",value="finished, final reports clean"} 1
chip_impl_metric{name="global_route_wire_length_before_repair",unit="mm"} 6.93
chip_impl_info{name="critical_path.cell_chain",value="dlygate4sd2_1, buf_4, or2_4, o211ai_4, nor2_1, a32o_1, or4_1, clkdlybuf4s50_1"} 1
chip_impl_metric{name="power_leakage",unit="nW"} 0.665
chip_impl_metric{name="io_pins",unit=""} 21
chip_impl_metric{name="vias",unit=""} 1355
chip_impl_metric{name="finalClockPeriodUsage",unit=""} 0.969
chip_impl_metric{name="route.final.wire_length",unit="mm"} 4.09
chip_impl_metric{name="clock_buffers",unit=""} 0
chip_impl_info{name="timing.hold.worst.class",value="in2out"} 1
chip_impl_info{name="largest_area_cell",value="sky130_fd_sc_hd__mux4_2"} 1
chip_impl_info{name="final_layout_top_logic_cells",value="35 x sky130_fd_sc_hd__buf_4, 17 x sky130_fd_sc_hd__clkdlybuf4s50_1, 13 x sky130_fd_sc_hd__mux2i_1"} 1
chip_impl_metric{name="tns",unit="ns"} 0
chip_impl_metric{name="tightest_slew",unit="ns"} 0.427
chip_impl_metric{name="die_area",unit="um^2"} 7920
chip_impl_metric{name="yosys_warnings",unit=""} 1
chip_impl_info{name="timing.critical_path.slowest_stage_cell",value="sky130_fd_sc_hd__or4_1"} 1
chip_impl_metric{name="num_antenna_cells",unit=""} 0
chip_impl_metric{name="ys_cells",unit=""} 152
chip_impl_metric{name="post_dp_cell_area",unit="um^2"} 1600
chip_impl_metric{name="drt_pass1_iterations",unit=""} 4
chip_impl_metric{name="place_worst_setup_slack",unit="ns"} -0.322
chip_impl_metric{name="internal_power",unit="W"} 0.000128
chip_impl_metric{name="post-route-min-period",unit="ns"} 3.68
chip_impl_metric{name="avgRoutedWirePerCell",unit="um"} 16.6
chip_impl_metric{name="die_height",unit="um"} 89
chip_impl_metric{name="slew_headroom",unit=""} 0.713
chip_impl_metric{name="cts-hold-fix-buffers",unit=""} 0
chip_impl_info{name="worstSetupEndpointType",value="output port"} 1
chip_impl_info{name="timing.critical_path.from_type",value="primary input"} 1
[power by group through the flow]
stage / sequential, W / combinational [W] / clock [W]
after CTS: 0 / 0.000229 / 0
final: 0 / 0.000233 / 0
after global routing: 0 / 0.000253 / 0
[path summary, 6_finish.rpt]
path	start	end	cells after the start	slack [ns]
max	shift_amt[0]	data_out[4]	8	0.12
min	data_in[0]	data_out[0]	5	2.47
[cells in the mapped netlist (2+ instances only)]
cell	count
sky130_fd_sc_hd__mux2i_1	15
sky130_fd_sc_hd__nor2_1	8
sky130_fd_sc_hd__mux4_2	7
sky130_fd_sc_hd__o221ai_1	2
sky130_fd_sc_hd__a2111oi_0	2
sky130_fd_sc_hd__a21oi_1	10
sky130_fd_sc_hd__nand2b_1	5
sky130_fd_sc_hd__o32ai_1	2
sky130_fd_sc_hd__a32oi_1	2
sky130_fd_sc_hd__nor2b_1	5
sky130_fd_sc_hd__o21ai_0	10
sky130_fd_sc_hd__mux2_2	7
sky130_fd_sc_hd__and2_1	2
sky130_fd_sc_hd__o211ai_1	3
sky130_fd_sc_hd__a21boi_0	4
sky130_fd_sc_hd__or3_1	3
sky130_fd_sc_hd__nand2_1	12
sky130_fd_sc_hd__a22oi_1	3
sky130_fd_sc_hd__o22ai_1	2
sky130_fd_sc_hd__nor3_1	4
sky130_fd_sc_hd__buf_2	8
sky130_fd_sc_hd__a221oi_1	3
sky130_fd_sc_hd__clkbuf_1	7
sky130_fd_sc_hd__inv_1	4
sky130_fd_sc_hd__a31oi_1	3
[timing repair]
| item | in CTS | in global routing |
|---|---|---|
| endpoints found under the setup margin | 8 | 4 |
| resized | 10 | 6 |
| buffers inserted | 1 | 0 |
| pin swaps | 2 | 0 |
| gates cloned | 0 | 0 |
[metrics by stage]
step | power (W) | hold WS (ns)
2_1_floorplan | 0.000119 | 1.64
6_report | 0.000233 | 2.47
3_3_place_gp | 0.000223 | 2.70
4_1_cts | 0.000229 | 2.68
3_5_place_dp | 0.000221 | 2.72
5_1_grt | 0.000253 | 2.57
[routing by layer]
layer / wire (um) / up-vias / GRT usage
met2: 1850 / 45 / 0.172
met5: 0 / - / 0
li1: - / 670 / -
met4: 51 / 0 / 0.0116
met1: 2000 / 634 / 0.161
met3: 189 / 6 / 0.00643
[critical path: cells and delay by family]
| family | cells | cell delay [ns] |
|---|---|---|
| and+or+nand+nor | 3 | 0.84 |
| AOI/OAI and AO/OA | 2 | 0.44 |
| buffers and inverters | 3 | 0.88 |
[kinds of logic after synthesis]
| logic type | share of synthesized area |
|---|---|
| mux | 0.362 |
| compound gates | 0.316 |
| simple gates | 0.207 |
| buf+inv | 0.0878 |
| xor+xnor | 0.0154 |
| fa+ha+maj | 0.0110 |
[area by class of cell]
type | count | area share
multi-input combinational | 130 | 0.653
timing repair buffer | 57 | 0.295
tap | 54 | 0.0409
inverter | 5 | 0.0114
No activity file was given, so power comes from the tool's default toggle rates.
