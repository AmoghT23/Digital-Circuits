==> /design/flow/design.v <==
module Fibonacci_generator #(parameter
  DATA_WIDTH=32
) (
  input clk,
  input resetn,
  output [DATA_WIDTH-1:0] out
);
reg [DATA_WIDTH-1:0] prev1, prev2;
  always @(posedge clk or negedge resetn) begin
    if (!resetn) begin
      prev1 <= 1;
      prev2 <= 1;
    end else begin
      prev1 <= prev1 + prev2;
      prev2 <= prev1;
    end
  end
  assign out = prev2;
endmodule
==> /design/flow/run.sh <==
#!/bin/bash
# OpenROAD 26Q1-2900-gdf79404cd8, Yosys 0.63+post, stock flow scripts
make -C /OpenROAD-flow-scripts/flow DESIGN_CONFIG=/design/flow/config.mk WORK_HOME=/design/flow/orfs finish
==> /design/flow/config.mk <==
export PLATFORM = sky130hd
export DESIGN_NAME = Fibonacci_generator
export DESIGN_NICKNAME = Fibonacci_generator
export VERILOG_FILES = /design/flow/design.v
export SDC_FILE = /design/flow/constraint.sdc
export NUM_CORES = 4
export LEC_CHECK = 1
export CORE_UTILIZATION = 40
==> /design/flow/constraint.sdc <==
current_design Fibonacci_generator

set clk_period 8.5
set clk_io_pct 0.2

create_clock -name clk0 -period $clk_period [get_ports {clk}]

set non_clock_inputs [all_inputs -no_clocks]
set_input_delay [expr $clk_period * $clk_io_pct] -clock clk0 $non_clock_inputs
set_output_delay [expr $clk_period * $clk_io_pct] -clock clk0 [all_outputs]
==> reports/results.ini <==
[cts]
clkLatencyLatePin_ns=0.35
cts-buffers-inserted=9
clkSlewWorstSetupHoldPaths_ns=0.07
holdBufCountCts=0
cts_max_level=3
cts_resized=0
cts_tree=built
clockRootBuffer=clkbuf_8
post_cts_buffers=0
clock_tree.buffer_depth=2
clock-sinks=64

[synth]
ys_sh_adder_pct=12.17
synth_seq_share_pct=47.85
ys_sh_xor_pct=7.316
yosysUniqueCellTypes=53
postSynth.asyncResetShare_pct=100.0
synth_area_sq_um=3352
ys_cells=304
top_cells_by_area=dfrtp_1, ha_1, a21oi_1
simple_gate_share_pct=9.444
edf_count=0
synth_cells=304
syn_avg_cell_area_sq_um=11.03
synth_top_area_share_pct=46.29
synth_flops=64
ys_warn_count=1
topCombFamilyByArea=AND-OR/OR-AND gates
ys_sh_mux_pct=0.5972
synth_area_leader_cell=dfrtp_1
synthAoiAreaFrac_pct=20.68
synth-main-ff-cell=dfrtp_1
ys_chip_area_sq_um=3352

[final_timing]
fin_ws_ns=5.477
min_period_ns=3.023
setup_viol=0
max_clock_freq_mhz=330.8
finalHoldViolations=0
skew_ns=0.009524
report.final.slew_viol_count=0
worst_pin_slew_ns=0.6017
grt_setup_unrepaired=no
holdWs_ns=0.3693
max-slew-margin-rel_pct=59.89
tns_ns=0
finalClockPeriodUsage_pct=35.56

[routing]
insertedDiodeCount=0
totalWireLength_mm=6.102
wl_per_cell_um=13.59
via_per_inst=5.354
drt_iter0_drc=84
antenna_left=0
firstDrtPassIters=4
drc=0
vias=2404

[die]
die_w_um=93.54
die_y_um=93.54
die_area_sq_um=8750
floorplan.rows=33
fp-utilization_pct=41.00
ioPinCount=34
design.core.area_sq_um=8175

[worst_setup_path]
end_kind=output port
critPathLaunchType=register
r2r_setup_slack_ns=6.00
worstPathArrival_ns=1.32
cp_slowest_cell=dfstp_2
critPathBufInv=1
crit_type=register to output port
cp_cell_sequence=clkdlybuf4s50_1
crit_family=flip-flops
cpPeakStageDelay_ns=0.53
crit_path_max_fanout=2
cp_data_required_time_ns=6.80

[placement]
dpl_worst_slack_ns=5.784
numPortBuffers=33
dp_hpwl_mm=4.556
gp_congestion=0.8482
place_area_sq_um=3774

[pwr]
p_per_area_nw_per_um2=145.1
max-vdd-ir-drop_uv=89.56
p_leak_nw=2.096
finalPower_mw=0.5771

[global_route]
grt_max_degree=38
grt_pass1_vias=2308
antenna_found_initial=0
grt_pass1_wl_mm=10.74
grtUsageTotal_pct=15.79
grt_overflow=0

[final_layout]
final-comb-area_sq_um=1683
syn_to_final_growth_pct=18.66
num-fill-cells=755
drive_above_1_share_pct=8.140
regArea_sq_um=1604
finish.instance_area_sq_um=3978

[status]
status=finished clean

[flow_run]
tool_warnings=25
drv_cap=0

[hold_path]
min_path_type=register to register

[layout make-up]
class,count,area share [%]
clock buffers,9,3.114
clock inverters,7,2.013
inverters,6,0.5662
multi-input cells,224,42.31
flip-flops and latches,64,40.33
well taps,105,3.303
repair buffers,34,8.367
[cell families (layout without fill, tap and decap cells)]
kind of cell,count (synthesis),after routing
compound gates,97,97
xor+xnor,28,28
fa+ha+maj,32,32
buf+inv,16,56
flops,64,64
mux,2,2
simple gates,65,65
[worst paths after layout]
path,from,end,cells past startpoint
worst max-delay path,prev2[0],out[0],1
worst min-delay path,prev1[0],prev2[0],0
worst max register to register,prev2[0],prev1[26],9
worst min register to register,prev1[0],prev2[0],0
max in group asynchronous,resetn,prev2[0],2
min in group asynchronous,resetn,prev2[31],1
[where the power goes]
part	leakage [nW]	switching [mW]	total (mW)	internal (mW)
clock network	0.0964	0.129	0.267	0.138
registers	0.887	0	0.304	0.304
logic	1.11	0.00548	0.00594	0.000456
total	2.10	0.134	0.577	0.443
[synth_stat cells, types with 6 or more instances]
cell type / n
a21o_1: 19
a21oi_1: 29
clkbuf_1: 6
dfrtp_1: 62
ha_1: 31
nand2_1: 19
nand3_1: 10
nand4_1: 7
nor2_1: 12
o21ai_0: 7
o21ai_1: 7
xnor2_1: 13
xor2_1: 15
[flip-flops by register name, indices dropped and copies added, names as in the netlist]
| register | cells |
|---|---|
| prev2 | 32 |
| prev1 | 32 |
[metal layers]
layer / global-route usage [%] / vias up / part of all wire [%]
li1: - / 1200 / -
met1: 26.35 / 1155 / 51
met2: 22.73 / 36 / 43
met3: 2.730 / 13 / 3.8
met4: 2.564 / 0 / 2.1
met5: 0 / - / 0
[cell usage in the layout, fill, tap and decap left out, drive strengths merged, types with 4 or more instances in the layout]
master,count
o21bai,5
nor3,4
a31oi,4
a21oi,29
clkbuf,9
dfrtp,62
xor2,15
clkdlybuf4s50,32
inv,8
nand2,19
nand3,10
nand4,7
xnor2,13
ha,31
o21ai,15
nor2,12
a21o,19
[per-stage QoR]
stage	utilization, %	std cells
3_3_place_gp	46.16	433
2_1_floorplan	-	304
3_5_place_dp	46.16	433
6_report	48.65	449
5_1_grt	48.65	449
4_1_cts	48.65	449
Power and IR drop assume default switching activity.
